<file path="flow/run.sh">
#!/bin/bash
# OpenROAD 26Q1-2900-gdf79404cd8, Yosys 0.63+post, stock flow scripts
make -C /OpenROAD-flow-scripts/flow DESIGN_CONFIG=/design/flow/config.mk WORK_HOME=/design/flow/orfs finish
</file>
<file path="flow/config.mk">
export PLATFORM = sky130hd
export DESIGN_NAME = ps2_contr
export DESIGN_NICKNAME = ps2_contr
export VERILOG_FILES = /design/flow/design.v
export SDC_FILE = /design/flow/constraint.sdc
export NUM_CORES = 4
export LEC_CHECK = 1
export CORE_UTILIZATION = 30
</file>
<file path="flow/constraint.sdc">
current_design ps2_contr

set clk_period 2.9
set clk_io_pct 0.2

create_clock -name clk0 -period $clk_period [get_ports {iCLK}]

set non_clock_inputs [all_inputs -no_clocks]
set_input_delay [expr $clk_period * $clk_io_pct] -clock clk0 $non_clock_inputs
set_output_delay [expr $clk_period * $clk_io_pct] -clock clk0 [all_outputs]
</file>
<file path="flow/design.v">
module ps2_contr(input logic iPS2_clk, iCLK, iPS2_data,
					  output logic [1:0] oPos);
	logic [7:0] arrow_right = 8'h74;					 
	logic [7:0] arrow_left = 8'h6B;					 
	logic [7:0] breakcode = 8'hF0;					 
	logic [7:0] releasecode = 8'hE0;					 
	reg break_flag;										 
	reg read; 												 
	reg [11:0] count_reading;							 
	reg PREVIOUS_STATE;									 
	reg scan_err;											 
	reg [10:0] scan_code;								 
	reg [7:0] CODEWORD;									 
	reg TRIG_ARR;											 
	reg [3:0]COUNT;										 
	reg TRIGGER = 0;										 
	reg [7:0]DOWNCOUNTER = 0;							 
	initial begin
		PREVIOUS_STATE = 1;		
		scan_err = 0;		
		scan_code = 0;
		COUNT = 0;			
		CODEWORD = 0;
		read = 0;
		count_reading = 0;
		break_flag = 0;
	end
	always @(posedge iCLK) begin						 
		if (DOWNCOUNTER < 249) begin
			DOWNCOUNTER <= DOWNCOUNTER + 1;
			TRIGGER <= 0;
		end
		else begin
			DOWNCOUNTER <= 0;
			TRIGGER <= 1;
		end
	end
	always @(posedge iCLK) begin	
		if (TRIGGER) begin
			if (read)										 
				count_reading <= count_reading + 1;	 
			else 												 
				count_reading <= 0;						 
		end
	end
	always @(posedge iCLK) begin		
	if (TRIGGER) begin									 
		if (iPS2_clk != PREVIOUS_STATE) begin		 
			if (!iPS2_clk) begin							 
				read <= 1;									 
				scan_err <= 0;								 
				scan_code[10:0] <= {iPS2_data, scan_code[10:1]};	 
				COUNT <= COUNT + 1;			
			end
		end
		else if (COUNT == 11) begin					 
			COUNT <= 0;
			read <= 0;										 
			TRIG_ARR <= 1;									 
			if (!scan_code[10] || scan_code[0] || !(scan_code[1]^scan_code[2]^scan_code[3]^scan_code[4]
				^scan_code[5]^scan_code[6]^scan_code[7]^scan_code[8]^scan_code[9]))
				scan_err <= 1;
			else 
				scan_err <= 0;
		end
		else  begin											 
			TRIG_ARR <= 0;									 
			if (COUNT < 11 && count_reading >= 4000) begin	 
				COUNT <= 0;									 
				read <= 0;									 
			end
		end
	PREVIOUS_STATE <= iPS2_clk;						 
	end
	end
	always @(posedge iCLK) begin
		if (TRIGGER) begin								 
			if (TRIG_ARR) begin			 
				if (scan_err) begin						 
					CODEWORD <= 8'd0;						 
				end
				else begin
					CODEWORD <= scan_code[8:1];		 
				end											 
			end												 
			else begin
				CODEWORD <= 8'd0;						 
			end
		end
		else CODEWORD <= 8'd0;							 
	end
	always @(posedge iCLK) begin
		if (CODEWORD == releasecode) begin			 
			break_flag <= 0;
		end		
		else if (CODEWORD == breakcode) begin		 
			break_flag <= 1;
		end		
		else if (CODEWORD == arrow_right) begin					 
			if(!break_flag) begin
				if(oPos != 2) begin
					oPos <= oPos+1;
				end
			end												 
		end
		else if (CODEWORD == arrow_left)	begin			 
			if(!break_flag) begin
				if(oPos != 0) begin
					oPos <= oPos-1;
				end
			end
		end
	end
endmodule 
</file>
==> metrics.yaml <==
drc: 0
fillers: 677
totalWireLength_mm: 2.99
grt_pass1_wl_mm: 5.28
met1_usage: 0.163
met3_usage: 0.0229
lay_top_cells: "edfxtp_1, dfxtp_1, and2_1, nor2_1, xnor2_1"
worstSetupPathType: "primary input to register"
mux_share: 0.00512
period_needed_ns: 2.08
timing.setup.tns_ns: 0
design_area_sq_mm: 0.00246
finalCoreUtilization: 0.355
ant_nets: 0
grt_overflow: 0
warning_count: 28
fin_crit_sh: 0.719
vias_per_cell: 4.23
arrival_ns: 2.03
rsz0062_at_grt: "no"
hold_violations: 0
syn_area_per_cell_sq_um: 12.2
portBuffers: 4
p_per_area_mw_per_mm2: 489
syn_to_final_growth_pct: 12.0
end_kind: "register"
lay_top_count: "edfxtp_1"
path_clk_slew_ns: 0.10
cts_made_buffers: 5
post_cts_buffers: 0
grt-busiest-layer: "met1"
numSynthFlops: 51
ys_cells: 180
rows: 30
fin_skew_ns: 0.00734
clock_path_buffers: 2
tightest_slew_ns: 0.505
layout-drive-gt1-share: 0.0729
adder_share: 0.0341
path_max_fanout: 7
grt_max_degree: 18
cap_viol_max_count: 0
slew_violations: 0
die_x_um: 87.6
simple_gate_share: 0.194
first_pass_iters: 4
synth_seq_share: 0.614
xor_share: 0.0939
num_antenna_cells: 0
gp_congestion: 0.778
fp.coreArea_sq_mm: 0.00694
dp_hpwl_mm: 1.97
io_pins: 5
slew_headroom: 0.663
peakVddDrop_uv: 288
yosysUniqueCellTypes: 35
cts_root_buf: "clkbuf_8"
postCtsHoldBufs: 0
grt_use_met2: 0.119
first_global_vias: 1138
cts.sinks: 51
cts_tree: "built"
fp.dieH_um: 87.6
synthAoiAreaFrac: 0.0392
cts_max_level: 2
max_freq_mhz: 480
required_ns: 2.85
track_usage: 0.0909
hold_path_class: "register to register"
yosysChipArea_sq_mm: 0.00220
fp_util: 0.317
antenna_found_initial: 0
clock_latency_ns: 0.30
wl_per_cell_um: 10.4
place_area_sq_mm: 0.00237
status: "finished clean"
dieArea_sq_mm: 0.00768
logic_family: "simple AND/OR/NAND/NOR gates"
synth_cells: 180
leakagePower_nw: 0.872
r2r_slack_ns: 1.21
setup_viol: 0
drt_iter0_markers: 96
synth_area_sq_mm: 0.00220
vias: 1218
post_cts_resized: 0
yosysWarningCount: 1
cp-start-kind: "primary input"
-- state kept, by name (all words and copies together) (netlist names) --
name            flops
PREVIOUS_STATE      1
oPos                2
count_reading      12
TRIG_ARR            1
COUNT               4
CODEWORD            8
scan_code          11
TRIGGER             1
read                1
scan_err            1
break_flag          1
DOWNCOUNTER         8
-- power by group --
part	switching, mW	internal [mW]	leakage (nW)
Combinational	0.00335	0.00389	0.375
Sequential	0	0.764	0.445
Clock	0.237	0.196	0.0517
Total	0.240	0.964	0.872
-- stage by stage --
step	worst slack, ns	std cells	power (mW)	hold slack, ns
2_1_floorplan	0.648	180	0.784	0.428
3_3_place_gp	0.539	280	0.788	0.447
3_5_place_dp	0.483	280	0.788	0.456
4_1_cts	0.815	288	1.22	0.473
5_1_grt	0.684	288	1.25	0.491
6_report	0.816	288	1.20	0.469
-- area by class of cell --
| cell class | count | area [sq um] | share of cell area |
|---|---|---|---|
| clock buffer | 6 | 82.6 | 0.0335 |
| multi-input combinational | 118 | 806 | 0.327 |
| inverter | 9 | 33.8 | 0.0137 |
| timing repair buffer | 6 | 55.1 | 0.0223 |
| tap | 96 | 120 | 0.0488 |
| sequential | 51 | 1350 | 0.549 |
| clock inverter | 2 | 15.0 | 0.00609 |
-- critical path, stage by stage --
cell and delay [ns]:
clkdlybuf4s50_1 0.44, ha_1 0.41, inv_1 0.12, nor2_1 0.07, o22ai_1 0.41
-- worst paths after layout --
| check | startpoint | end | depth (start not counted) |
|---|---|---|---|
| setup reg to reg | PREVIOUS_STATE$_DFFE_PP_ | read$_DFFE_PP_ | 5 |
| hold / removal | DOWNCOUNTER[6]$_SDFF_PP0_ | DOWNCOUNTER[6]$_SDFF_PP0_ | 1 |
| hold reg to reg | DOWNCOUNTER[6]$_SDFF_PP0_ | DOWNCOUNTER[6]$_SDFF_PP0_ | 1 |
| setup / recovery | iPS2_clk | read$_DFFE_PP_ | 5 |
-- synth_stat cells, drive strengths merged --
cell	instances	area (sq um)
o211ai	1	7.51
a22oi	1	7.51
and3b	1	8.76
nand2b	2	12.5
ha	6	75.1
nand2	10	37.5
dfxtp	18	360
nor3	5	25.0
nand3	9	45.0
and3	2	12.5
nand4	2	18.8
edfxtp	33	991
a31oi	2	12.5
nor3b	2	15.0
a21boi	3	22.5
nor2	15	56.3
and2	17	108
xor2	10	87.6
nor2b	3	18.8
and4	2	17.5
clkbuf	1	3.75
or3	3	18.8
xnor2	11	96.3
o22ai	1	6.26
mux2	1	11.3
o21ai	5	25.0
xnor3	1	22.5
nor4b	2	32.5
inv	9	33.8
buf	1	5.00
a21oi	1	5.00
-- logic make-up (layout without fill, tap and decap cells) --
group / Yosys count / after routing
AND-OR/OR-AND: 14 / 14
XOR/XNOR: 22 / 22
adder cells (fa/ha/maj): 6 / 6
buffers and inverters: 11 / 23
flip-flops: 51 / 51
multiplexers: 1 / 1
AND/OR/NAND/NOR: 75 / 75
-- per-layer routing --
metal	up-vias	share of wire
met5	-	0
met4	0	0.018
met3	5	0.034
met2	18	0.39
met1	550	0.56
li1	645	-
Power and IR drop assume default switching activity.
