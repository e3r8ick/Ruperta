--- flow/run.sh ---
#!/bin/bash
# OpenROAD 26Q1-2900-gdf79404cd8, Yosys 0.63+post, stock flow scripts
make -C /OpenROAD-flow-scripts/flow DESIGN_CONFIG=/design/flow/config.mk WORK_HOME=/design/flow/orfs finish
--- flow/constraint.sdc ---
current_design register

set clk_period 1.0
set clk_io_pct 0.2

create_clock -name clk0 -period $clk_period [get_ports {clk}]

set non_clock_inputs [all_inputs -no_clocks]
set_input_delay [expr $clk_period * $clk_io_pct] -clock clk0 $non_clock_inputs
set_output_delay [expr $clk_period * $clk_io_pct] -clock clk0 [all_outputs]
--- flow/design.v ---
module register #(parameter N = 32) 
	(input logic clk,
    input logic [N:0] dataIn,
	 output logic [N:0]dataOut);
	logic [N:0] register;
	always_ff @(posedge clk)
		dataOut = register;
	always_ff @(negedge clk)
		register = dataIn;
endmodule
--- flow/config.mk ---
export PLATFORM = sky130hd
export DESIGN_NAME = register
export DESIGN_NICKNAME = register
export VERILOG_FILES = /design/flow/design.v
export SDC_FILE = /design/flow/constraint.sdc
export NUM_CORES = 4
export LEC_CHECK = 1
export CORE_UTILIZATION = 30
==> qor.txt <==
clock power share - 47.5%
Max Clk Rate - 1051 MHz
# port buffers - 66
initial drt markers - 13
worst-path cell chain - buf_2
vias - 835
count leader, synth - dfxtp_1
area of the mapped netlist - 1325 um2
Max Cap Viol - 0
Synthesized registers - 66
routed length on met2 - 914 um
worst slew margin relative to its limit - 92.97%
Leakage - 1.102 nW
Mean Syn Cell Area - 19.78 um2
EDFF count, synth - 0
CTS H-Tree Depth - 3
Arrival @ worst endpoint - 750 ps
largest net degree at the start of global routing - 12
share of cells above drive strength 1 - 28.18%
GR Util All Layers - 9.467%
Tot Pwr - 5.692 mW
worst-path maximum fanout - 1
global-route wire length before repair - 3049 um
Yosys chip area - 1325 um2
post-route clock skew - 45.08 ps
initial antenna violation count - 0
Num CTS Buffers - 9
#MultiIn Comb - 0
maximum vdd drop - 0.0009535 V
placement row count - 23
Psw - 1.219 mW
Final period util - 95.17%
Synth top area share - 99.72%
postcts setup bufs - 0
status - finished clean
hold crit path type - input port to flip-flop
post-layout util - 53.91%
clock sink count - 66
cell taking the most area after synthesis - dfxtp_1
router iterations before antenna repair - 4
clock latency on the worst-skew pair - 370 ps
Antenna Cells - 0
Flop pwr share - 49.4%
Chip Width - 68.46 um
area grow syn2layout - 67.42%
Post-DRT Antenna Nets - 0
Cell Pwr Density - 2566 nW/um2
Crit-path slowest cell - dfxtp_2
total die size - 4687 um2
Synth Flop Type - dfxtp_1
crit path kind - flip-flop to output pin
DP Wirelength - 1485 um
clock buffer depth - 2
Pint - 4.472 mW
CTS tree - done
Max Used Layer - met4
Worst setup EP type - output pin
Post-synth seq share - 99.72%
DR WL/cell - 9.619 um
gr ovfl total - 0
WL final - 2222 um
Final Worst Setup Slack - 48.31 ps
Pins Over Slew Limit - 0
CTS hold repair buffers - 0
Die Height - 68.46 um
tool warnings - 58
# IOs - 67
drt drc - 0
Critical Path RT - 800 ps
Synth top cells by count - dfxtp_1 (66), inv_1 (1)
Comb power frac - 3.1%
Post-Place Worst Slack - -229.5 ps
Crit path max-delay family - flip-flops
CTS clock-pin slew for the worst setup and hold paths - 70 ps
Syn Inst Count - 67
distinct lib cells - 2
final setup violation count - 0
ys async rst share - 0%
CP peak stage delay - 310 ps
Vias/cell - 3.615
ys cells - 67
dominant cells by area after synthesis - dfxtp_1 (100%), inv_1 (0.28%)
startpoint types - flip-flop
core outline area - 4115 um2
final hold viol count - 0
logic area - 0 um2
Fillers - 341
min Tclk post-route - 951.7 ps
worst slew pin tran - 105.5 ps
clk root buf - clkbuf_8
wire length on met1 - 867 um
RSZ-0062 raised after global routing - false
gp weighted congestion - 0.6294
met3 WL - 409 um
Pre-Place Util - 32.20%
synth warn - 1
CP Buf/Inv Count - 1
via count of the first global-routing pass - 711
Net Sw Frac - 21.42%
[registers in the layout, indices dropped and copies added, names as in the netlist]
| register | count |
|---|---|
| dataOut | 33 |
| register | 33 |
[power by group through the flow]
stage | Combinational, mW | Clock [mW] | Sequential [mW]
4_1_cts | 0.179 | 2.81 | 2.82
5_1_grt | 0.194 | 3.08 | 2.82
6_report | 0.175 | 2.70 | 2.81
[worst paths after layout]
check	start	endpoint	slack (ps)	depth (start not counted)
max	dataOut[4]	dataOut[4]	50	1
min	dataIn[25]	register[25]	780	1
max reg2reg	register[26]	dataOut[26]	70	0
min reg2reg	register[20]	dataOut[20]	850	0
[metrics by stage]
stage,hold WS (ps),setup TNS (ps),instance area [um2],instances
after CTS,760.4,0,2218,231
after global routing,741.8,0,2218,231
after detailed placement,812.1,-7151,2048,183
after floorplan,458.5,0,1325,67
after global placement,809.7,-7007,2048,183
final,778.0,0,2218,231
[area by class of cell]
class                 count  area (um2)  share of cell area [%]
Clock buffer             13       170.2                   7.671
Timing Repair Buffer     66       495.5                   22.33
Clock inverter           36       162.7                   7.332
Tap cell                 50       62.56                   2.820
Sequential cell          66        1328                   59.84
[routing by layer]
metal	vias to the layer above	global-route usage, %
met1	357	10.58
met3	7	7.601
met4	0	2.083
met5	-	0
met2	49	14.09
li1	422	-
[timing repair]
| item | 4_1_cts | 5_1_grt |
|---|---|---|
| resized | 104 | 0 |
| hold endpoints to repair | 0 | 0 |
| endpoints found under the setup margin | 33 | 0 |
[placed cells by master (no fill, tap or decap), drive strengths merged]
cell	instances
buf	33
clkbuf	13
inv	34
dfxtp	66
clkdlybuf4s50	33
clkinv	1
bufinv	1
[logic make-up (layout without fill, tap and decap cells)]
family | Yosys count | after routing | share of synthesized area (%)
DFF | 66 | 66 | 99.72
buffers and inverters | 1 | 115 | 0.2830
No activity file was given, so power comes from the tool's default toggle rates.
